## config.mk

```make
export PLATFORM = sky130hd
export DESIGN_NAME = UART_RX
export DESIGN_NICKNAME = UART_RX
export VERILOG_FILES = /design/flow/design.v
export SDC_FILE = /design/flow/constraint.sdc
export NUM_CORES = 4
export LEC_CHECK = 1
export CORE_AREA = 10 10 105 105
export DIE_AREA = 0 0 115 115
```

## constraint.sdc

```tcl
current_design UART_RX

set clk_period 5.9
set clk_io_pct 0.2

create_clock -name clk0 -period $clk_period [get_ports {CLK}]

set non_clock_inputs [all_inputs -no_clocks]
set_input_delay [expr $clk_period * $clk_io_pct] -clock clk0 $non_clock_inputs
set_output_delay [expr $clk_period * $clk_io_pct] -clock clk0 [all_outputs]
```

## design.v

```verilog
module FSM_RX  #(parameter Data_Width=8)(
input wire       RX_IN,
input wire       PAR_EN,
input wire [2:0] Bit_Counter,
input wire       Parity_ERR,
input wire       Stop_ERR,
input wire       Start_Glitch,
input wire       Done,
input wire       Sampling_done,
input wire       CLK,RST,
output reg       Data_Valid,
output reg       Data_Sample_EN,
output reg       DESER_EN,
output reg       Start_EN,
output reg       Stop_EN,
output reg       Parity_EN,
output reg       Edge_EN_CNT,
output reg       Bit_EN_CNT
);
localparam [2:0] IDEAL  = 'b000;
localparam [2:0] START  = 'b001;
localparam [2:0] DATA   = 'b010;
localparam [2:0] PARITY = 'b011;
localparam [2:0] STOP   = 'b100;
localparam [2:0] OUT    = 'b101;
reg [2:0] current_state , next_state ;
always @(posedge CLK or negedge RST)
begin
      if(!RST)
        begin
          current_state <= IDEAL;
        end
     else 
	begin
          current_state <= next_state;
	end
end
always @(*)
begin
             Start_EN ='b0;
             DESER_EN ='b0;
             Data_Sample_EN ='b0;
             Parity_EN ='b0;
             Edge_EN_CNT ='b0;
             Bit_EN_CNT ='b0;
             Data_Valid ='b0;
             Stop_EN ='b0;
  case(current_state)
		IDEAL: begin if (RX_IN)   
			 begin
			   next_state = IDEAL;
			 end
		        else
			 begin
			   next_state = START;
			 end
			end
		START: begin if(Done)
			begin
		      	  if (Start_Glitch)   
			    begin
			      next_state = IDEAL;
			    end
		          else
			    begin
			      next_state = DATA;
			    end
			  end
			else
			    begin
			      next_state = START;
			    end
                                     Start_EN ='b1;
                                     Data_Sample_EN ='b1;
                                     Edge_EN_CNT ='b1;
			end
		DATA: begin if ((Bit_Counter == (Data_Width-1)) && Done )   
			begin
			 if (PAR_EN)
			  begin
			    next_state = PARITY;
			  end
			 else
			  begin
			    next_state = STOP;
			  end
			end
		       else
			begin
			  next_state = DATA;
			end
                                     Bit_EN_CNT ='b1;
                                     Data_Sample_EN ='b1;
                                     Edge_EN_CNT ='b1;
                    if (Done) begin  DESER_EN ='b1; end
			end
		PARITY: begin if (PAR_EN && Done)   
			 begin
		      	  if (Parity_ERR)  
			    begin
			      next_state = IDEAL;
			    end
		          else
			    begin
			      next_state = STOP;
			    end
			  end
			 else
			    begin
			      next_state = PARITY;
			    end
                                     Parity_EN ='b1;
                                     Data_Sample_EN ='b1;
                                     Edge_EN_CNT ='b1;
			end
		STOP: begin if (Done)   
			begin
		      	  if (Stop_ERR)  
			    begin
			      next_state = IDEAL;
			    end
		          else
			    begin
			      next_state = OUT;
                                     Data_Valid = 'b1;
			    end
                         end
			else
			    begin
			      next_state = STOP;
			    end
                                     Stop_EN ='b1;
                                     Data_Sample_EN ='b1;
                                     Edge_EN_CNT ='b1;
		     end
		OUT: begin if (RX_IN)   
			 begin
			   next_state = IDEAL;
			 end
		        else
			 begin
			   next_state = START;
			 end
                                     Data_Valid = 'b1;
		      end
		default : begin
			   next_state = IDEAL;
			  end
     endcase
end
endmodule 
module UART_RX # (parameter Data_Width=8) (
input wire                   CLK, RST,
input wire                   PAR_TYP,
input wire                   PAR_EN,
input wire                   RX_IN,
input wire    [4:0]          Prescaler,
output wire                  Data_Valid,
output wire [Data_Width-1:0] P_Data
);
wire       done ;
wire       sample_done ;
wire       strt_glitch ;
wire       stop_err ;
wire       parity_err ;
wire [2:0] bit_cnt ;
wire [4:0] edge_cnt ;
wire       sample_data_en;
wire       deserial_en ;
wire       sample_bit ;
wire       strt_en ;
wire       stop_en ;
wire       parity_en ;
wire       edge_cnt_en ;
wire       bit_cnt_en ;
FSM_RX #(.Data_Width(Data_Width)) U0_FSM(
.CLK(CLK), 
.RST(RST), 
.Sampling_done(sample_done), 
.Done(done),
.Start_Glitch(strt_glitch),
.Stop_ERR(stop_err), 
.Parity_ERR(parity_err),
.Bit_Counter(bit_cnt), 
.PAR_EN(PAR_EN), 
.RX_IN(RX_IN),  
.Data_Valid(Data_Valid),
.Data_Sample_EN(sample_data_en), 
.DESER_EN(deserial_en),
.Start_EN(strt_en),
.Stop_EN(stop_en), 
.Parity_EN(parity_en),
.Edge_EN_CNT(edge_cnt_en),
.Bit_EN_CNT(bit_cnt_en)
);
data_sampling  U0_data_sampling (
.CLK(CLK),
.RST(RST),
.RX_IN(RX_IN), 
.prescaler(Prescaler),
.Data_Sample_EN(sample_data_en), 
.Edge_Counter(edge_cnt),
.Sampling_done(sample_done), 
.Sampled_bit(sample_bit)
);
deserializer  # (.Data_Width(Data_Width)) U0_deserializer (
.CLK(CLK),
.RST(RST),
.DESER_EN(deserial_en), 
.Sampled_bit(sample_bit),
.P_DATA_d(P_Data)
);
Edge_Bit_Counter  U0_Edge_Bit_Counter (
.CLK(CLK),
.RST(RST),
.prescaler(Prescaler), 
.Bit_EN_CNT(bit_cnt_en),
.Edge_EN_CNT(edge_cnt_en), 
.Bit_Counter(bit_cnt),
.Edge_Counter(edge_cnt), 
.Done(done)
);
start_check  U0_start (
.CLK(CLK),
.RST(RST),
.Sampled_bit(sample_bit), 
.Start_EN(strt_en),
.Start_Glitch(strt_glitch)
);
stop_check  U0_stop (
.CLK(CLK),
.RST(RST),
.Sampled_bit(sample_bit), 
.Stop_EN(stop_en),
.Stop_ERR(stop_err)
);
parity_check  # (.Data_Width(Data_Width)) U0_parity (
.CLK(CLK),
.RST(RST),
.Sampled_bit(sample_bit), 
.Parity_EN(parity_en),
.Parity_TYP(PAR_TYP),
.P_DATA_par(P_Data), 
.Parity_ERR(parity_err)
);
endmodule
module data_sampling (
input wire       RX_IN,
input wire [4:0] prescaler,
input wire       Data_Sample_EN,
input wire [4:0] Edge_Counter,
input wire       CLK,RST,
output reg       Sampling_done,
output reg       Sampled_bit
);
reg  [2:0] samples;
wire [3:0] mid_prescaler;
assign mid_prescaler = prescaler>>1;  
always @(posedge CLK or negedge RST)
begin
     if(!RST)
        begin
             samples <= 'b0;
             Sampling_done  <= 'b0;
        end
     else if (Data_Sample_EN)
        begin
           if (Edge_Counter==(mid_prescaler - 1'b1))
                begin
                   samples[0]<=RX_IN ;
                end
           else if (Edge_Counter==(mid_prescaler))
                begin
                   samples[1]<=RX_IN ;
                end
           else if (Edge_Counter==(mid_prescaler + 1'b1))
                begin
                   samples[2]<=RX_IN ;
             Sampling_done  <= 'b1;
                end
	end
     else
	begin
             samples <= 'b0;
             Sampling_done  <= 'b0;
        end
end
always @ (*)
begin
  if((mid_prescaler == 'b00010) && (Edge_Counter == 'b00010))
     begin
         Sampled_bit = RX_IN ;
     end
  else
    begin
     case (samples)
           'b000 ,'b001,
           'b010 ,'b100 : Sampled_bit = 'b0;
           'b111 ,'b011,
           'b110 ,'b101 : Sampled_bit = 'b1;
     endcase  
    end   
 end 
endmodule 
module deserializer #(parameter Data_Width=8) (
input wire                  Sampled_bit,
input wire                  DESER_EN, 
input wire                  CLK,RST,
output wire [Data_Width-1:0] P_DATA_d
);
reg [Data_Width-1:0] SER_DATA;
always @(posedge CLK or negedge RST)
begin
      if(!RST)
        begin
             SER_DATA <=8'b0;
        end
      else if (DESER_EN)
        begin
            SER_DATA <= {Sampled_bit,SER_DATA[Data_Width-1:1]};
        end
end
assign P_DATA_d = SER_DATA;
endmodule 
module Edge_Bit_Counter  (
input wire       Edge_EN_CNT,
input wire       Bit_EN_CNT,
input wire [4:0] prescaler,
input wire       CLK,RST,
output reg [2:0] Bit_Counter,
output reg [4:0] Edge_Counter,
output wire      Done
);
always @(posedge CLK or negedge RST)
begin
     if(!RST)
        begin
             Edge_Counter <='b0;
        end
     else if (Edge_EN_CNT)
        begin
            if (Done)
               begin
                 Edge_Counter<='b0;
               end
            else
               begin
                 Edge_Counter<=Edge_Counter +1'b1;
               end
        end
end
always @(posedge CLK or negedge RST)
begin
     if(!RST)
        begin
             Bit_Counter <='b0;
        end
     else if (Bit_EN_CNT && Done && Edge_EN_CNT)
        begin
                 Bit_Counter<=Bit_Counter +1'b1;
        end
     else if (~Bit_EN_CNT)
        begin
                 Bit_Counter<=1'b0;
        end
end
assign Done = (Edge_Counter==(prescaler - 1));
endmodule 
module parity_check #(parameter Data_Width=8)(
input wire      	     Sampled_bit,
input wire                   Parity_EN,
input wire                   Parity_TYP,
input wire  [Data_Width-1:0] P_DATA_par,
input wire                   CLK,RST,
output reg      	     Parity_ERR
);
localparam  EVEN =1'b0;
localparam  ODD  =1'b1;
always @(posedge CLK or negedge RST)
begin
      if(!RST)
        begin
             Parity_ERR <='b0;
        end
      else if (Parity_EN)
        begin
           case(Parity_TYP)
	     EVEN : begin                 
                     if(Sampled_bit ==~^P_DATA_par)
                      begin
                       Parity_ERR <='b0;
                      end
                     else
                      begin
                       Parity_ERR <='b1;
                      end
                    end
	      ODD : begin
                     if(Sampled_bit ==^P_DATA_par)
                      begin
                       Parity_ERR <='b0;
                      end
                     else
                      begin
                       Parity_ERR <='b1;
                      end	
                    end
	  endcase       	
       end
       end
endmodule 
module start_check (
input wire  Sampled_bit,
input wire  Start_EN,
input wire  CLK,RST,
output reg  Start_Glitch
);
always @(posedge CLK or negedge RST)
begin
      if(!RST)
        begin
             Start_Glitch <='b0;
        end
      else if (Start_EN)
        begin
          if(Sampled_bit)
            begin
             Start_Glitch <='b1;
            end
          else
            begin
             Start_Glitch <='b0;
            end
       end
end
endmodule 
module stop_check (
input wire  Sampled_bit,
input wire  Stop_EN,
input wire  CLK,RST,
output reg  Stop_ERR
);
always @(posedge CLK or negedge RST)
begin
      if(!RST)
        begin
             Stop_ERR <='b0;
        end
      else if (Stop_EN)
        begin
          if(Sampled_bit)
            begin
             Stop_ERR <='b0;
            end
          else
            begin
             Stop_ERR <='b1;
            end
       end
end
endmodule 
```

## run.sh

```bash
#!/bin/bash
# OpenROAD 26Q1-2900-gdf79404cd8, Yosys 0.63+post, stock flow scripts
make -C /OpenROAD-flow-scripts/flow DESIGN_CONFIG=/design/flow/config.mk WORK_HOME=/design/flow/orfs finish
```

==> reports/results.ini <==
[outcome]
status = complete, no violations

[hold_path]
hp-class = reg2reg
min_to = U0_data_sampling.samples[1]
hp-start = U0_data_sampling.samples[1]
hold_depth = 2

[grt]
grt_pass1_wl_um = 6568
grt_antenna_before_repair = 0
gr-total-overflow = 0
grt_usage_pct = 5.840
grt_pass1_vias = 1379
grt_max_degree = 29

[setup_path]
crit_chain = clkdlybuf4s50_1 -> inv_1 -> ha_1 -> a21boi_4 -> mux2i_1 -> mux2_4 -> nor2_4 -> a31o_2 -> clkdlybuf4s50_1
worstPathMaxFanout = 12
crit_type = in2out
setup.worst_path.start_class = input port
worst-r2r-setup-slack_ns = 3.68
cp-end-kind = primary output
critPathMaxStageDelay_ns = 0.58
crit_required_ns = 4.72
crit_top_cell = clkdlybuf4s50_1
critPathLaunch = Prescaler[2]
r2r-end = U0_FSM.current_state[1]
ff2ff_path_depth = 5
cp_data_arrival_time_ns = 3.92
worstReg2RegStart = U0_Edge_Bit_Counter.Edge_Counter[2]
crit_slowest_cell = clkdlybuf4s50_1

[power_and_ir_drop]
p_per_area_nw_per_um2 = 341.3
finalPower_uw = 752.0
vdd_drop_max_v = 0.0001558
p_leak_uw = 0.0009213

[synth]
adder_share_pct = 6.564
syn-instance-count = 190
ys_top_logic_family = simple AND/OR/NAND/NOR gates
ys_warn_count = 7
ff_type = dfrtp_1
ys_cells = 190
synth.distinct_cells = 45
synth-seq-cells = 28
synthMuxAreaShare_pct = 10.05
simple_gate_share_pct = 16.28
yosysTopAreaCellShare_pct = 36.17
synth.yosys.seq_area_share_pct = 37.58
yosysMostFrequentCell = dfrtp_1
synth.cell_area_um2 = 1868
aoi_share_pct = 14.47
async_flop_share_pct = 100.0
area_leaders = dfrtp_1, xnor2_1, ha_1
ys_sh_xor_pct = 10.58
yosysTopAreaCell = dfrtp_1
ys_area_um2 = 1868
top_cells_by_count = dfrtp_1, nand2_1, xnor2_1
synth_area_per_cell_um2 = 9.832
edf_count = 0

[placed_design]
routabilityCongestion = 0.8017
numPortBuffers = 18
hpwl_um = 2854
dp_cells = 308

[final_timing]
skew_ns = 0.004809
maxSlewHeadroom_pct = 62.49
fin_crit_sh_pct = 86.43
timing.hold.ws_ns = 0.5309
setup_tns_ns = 0
period_minus_slack_ns = 5.099
hold_viol = 0
rsz0062_at_grt = false
worstMarginPinSlew_ns = 0.5470
fmax_ghz = 0.1961
report.final.slew_viol_count = 0
setup_violations = 0

[clocking]
postCtsSetupBuffers = 0
ctsResizeCount = 0
clk_path_buf_depth = 2
ctsHtreeMaxLevel = 1
clkLatencyLatePin_ns = 0.27
root_buffer = clkbuf_8
clock_sinks = 28
hold_buffers = 0
cts_tree = built
clk_pin_slew_ns = 0.09
numCtsBuffers = 3

[finish]
drive_above_1_share_pct = 9.314
layout.cells.non_filler = 312
area_growth_pct = 17.95
postLayoutCoreUtil_pct = 25.14

[floorplanning]
die-area_um2 = 13230
rows = 34
ioPinCount = 19
die-width_um = 115
fp.dieH_um = 115
placeableCoreArea_um2 = 8763
initCoreUtil_pct = 21.32

[detailed_routing]
routed.top_layer = met4
wl_met2_um = 1585
drt-vias-per-instance = 4.385
wl_met1_um = 2009
routed-via-count = 1368
drc = 0
dr_wl_met3_um = 222
wl_per_cell_um = 12.29
first_pass_iters = 4
routed_wirelength_um = 3836
antenna_cells = 0
drtIter0Drc = 51
ant_nets = 0

[flow_run]
cap_violations = 0
warnings = 29

==> worst max-delay path by stage <==
| stage | to | cells past startpoint |
|---|---|---|
| 6_report | Data_Valid | 9 |
| 5_1_grt | Data_Valid | 9 |
| 4_1_cts | Data_Valid | 9 |
==> cell usage in the layout, fill, tap and decap left out, types with 7 or more instances in the layout <==
master            n
inv_1             9
a21oi_1           7
dfrtp_1          27
clkdlybuf4s50_1  18
xnor2_1          14
ha_1              9
nand3_1           7
nand2_1          15
nor2_1            8
o21ai_0          11
==> power breakdown <==
group / leakage, uW / internal [uW] / switching [uW]
clock network: 0.0000288 / 59.7 / 58.4
logic: 0.000530 / 140 / 159
registers: 0.000362 / 245 / 90.1
total: 0.000921 / 445 / 307
==> metrics by stage <==
step                      setup slack (ns)  area (um^2)
after global placement              0.8584         2148
final                               0.8005         2203
after CTS                           0.8090         2203
after detailed placement            0.8281         2148
after floorplan                      2.196         1868
after global routing                0.6251         2203
==> layout make-up <==
type | count | area [um^2]
Fill cell | 955 | 6560
Clock buffer | 4 | 55.05
Tap cell | 108 | 135.1
Sequential cell | 28 | 701.9
Multi-Input combinational cell | 143 | 1082
Timing Repair Buffer | 20 | 195.2
Inverter | 9 | 33.78
==> worst max-delay path, delay by kind of cell <==
kind,cells,cell delay (ns)
mux,2,0.68
buf+inv,3,1.18
fa+ha+maj,1,0.29
simple gates,1,0.08
compound gates,2,0.51
==> cells by family after synthesis <==
family | Yosys count
xor gates and xnor gates | 21
muxes | 16
and+or+nand+nor | 56
buffers and inverters | 19
AOI/OAI and AO/OA | 40
DFF | 28
adders and majority gates | 10
==> sequential cells by signal (all words and copies together) (netlist names) <==
register and count:
U0_Edge_Bit_Counter.Bit_Counter 3, U0_stop.Stop_ERR 1, U0_FSM.current_state 6, U0_Edge_Bit_Counter.Edge_Counter 5, U0_data_sampling.samples 3, U0_start.Start_Glitch 1
U0_deserializer.SER_DATA 8, U0_parity.Parity_ERR 1
==> per-layer routing <==
layer  up-vias  track usage [%]
met5         -                0
met4         0           0.4950
met3         2            1.635
met2        14            8.746
met1       652            8.572
li1        700                -
Power figures rest on the tool's default switching activity, not on a simulated workload.
